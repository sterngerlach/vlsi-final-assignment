## /design/flow/config.mk

```make
export PLATFORM = sky130hd
export DESIGN_NAME = flop
export DESIGN_NICKNAME = flop
export VERILOG_FILES = /design/flow/design.v
export SDC_FILE = /design/flow/constraint.sdc
export NUM_CORES = 4
export LEC_CHECK = 1
export CORE_AREA = 10 10 72 72
export DIE_AREA = 0 0 82 82
```

## /design/flow/constraint.sdc

```tcl
current_design flop

set clk_period 1.0
set clk_io_pct 0.2

create_clock -name clk0 -period $clk_period [get_ports {clk}]

set non_clock_inputs [all_inputs -no_clocks]
set_input_delay [expr $clk_period * $clk_io_pct] -clock clk0 $non_clock_inputs
set_output_delay [expr $clk_period * $clk_io_pct] -clock clk0 [all_outputs]
```

## /design/flow/design.v

```verilog
module mips #(parameter WIDTH = 32, REGBITS = 5)
             (input              clk,
              input              rst,
              output [WIDTH-1:0] pc,
              input  [WIDTH-1:0] instr,
              output [WIDTH-1:0] aluout,
              output [WIDTH-1:0] writedata,
              output             memwrite,
              input  [WIDTH-1:0] readdata);
    localparam OPCODEW   = 6;
    localparam SHAMTW    = 5;
    localparam FUNCTW    = 6;
    localparam IMMW      = 16;
    localparam JADDRW    = 26;
    localparam OP_RTYPE  = 6'b000000;
    localparam OP_LB     = 6'b100000;
    localparam OP_SB     = 6'b101000;
    localparam OP_LW     = 6'b100011;
    localparam OP_SW     = 6'b101011;
    localparam OP_BEQ    = 6'b000100;
    localparam OP_ADDI   = 6'b001000;
    localparam OP_J      = 6'b000010;
    wire [WIDTH-1:0] pcbranch_d;
    wire [WIDTH-1:0] pcbranch_f;
    wire             pcsrc_d;
    wire [WIDTH-1:0] pcjump_d;
    wire             jump_d;
    wire [WIDTH-1:0] pcplus4_f;
    wire [WIDTH-1:0] pcnext;
    wire             stall_f;
    wire             stall_d;
    wire [WIDTH-1:0] instr_d;
    wire [WIDTH-1:0] pcplus4_d;
    wire             rst_d;
    wire             nop_f;
    wire             nop_d;
    assign pcplus4_f = pc + 4;
    mux2    #(WIDTH) pcbranch_mux(pcplus4_f, pcbranch_d, pcsrc_d, pcbranch_f);
    mux2    #(WIDTH) pcnext_mux(pcbranch_f, pcjump_d, jump_d, pcnext);
    flopenr #(WIDTH) pc_flop(clk, rst, !stall_f, pcnext, pc);
    assign rst_d = rst | pcsrc_d | jump_d;
    assign nop_f = pcsrc_d | jump_d;
    flopenr #(WIDTH) instr_d_flop(clk, rst_d, !stall_d, instr, instr_d);
    flopenr #(WIDTH) pcplus4_d_flop(clk, rst_d, !stall_d, pcplus4_f, pcplus4_d);
    flopenr #(1)     nop_d_flop(clk, rst, !stall_d, nop_f, nop_d);
    wire [OPCODEW-1:0] opcode_d;
    wire [REGBITS-1:0] rs_d;
    wire [REGBITS-1:0] rt_d;
    wire [REGBITS-1:0] rd_d;
    wire [SHAMTW-1:0]  shamt_d;
    wire [FUNCTW-1:0]  funct_d;
    wire [IMMW-1:0]    imm_d;
    wire [WIDTH-1:0]   signimm_d;
    assign { opcode_d, rs_d, rt_d, rd_d, shamt_d, funct_d } = instr_d;
    assign imm_d      = instr_d[IMMW-1:0];
    assign signimm_d  = {{(WIDTH-IMMW){imm_d[IMMW-1]}}, imm_d};
    assign pcbranch_d = {signimm_d[WIDTH-3:0],2'b00} + pcplus4_d;
    wire [JADDRW-1:0]  addr_d;
    assign addr_d     = instr_d[JADDRW-1:0];
    assign pcjump_d   = {pcplus4_d[WIDTH-1:WIDTH-4],addr_d,2'b00};
    wire               regwrite_w;
    wire [REGBITS-1:0] writereg_w;
    wire [WIDTH-1:0]   result_w;
    wire [WIDTH-1:0]   rd1_d;
    wire [WIDTH-1:0]   rd2_d;
    regfile #(WIDTH, REGBITS) rfile(clk, rst, regwrite_w, rs_d, rt_d,
                                    writereg_w, result_w,
                                    rd1_d, rd2_d);
    wire [WIDTH-1:0]   rd1_e;
    wire [WIDTH-1:0]   rd2_e;
    wire [REGBITS-1:0] rs_e;
    wire [REGBITS-1:0] rt_e;
    wire [REGBITS-1:0] rd_e;
    wire [WIDTH-1:0]   signimm_e;
    wire               flush_e;
    wire               rst_e;
    wire [WIDTH-1:0] forwarda_d;
    wire [WIDTH-1:0] forwardb_d;
    wire             forwarda_sel_d;
    wire             forwardb_sel_d;
    wire [WIDTH-1:0] aluout_m;
    mux2 #(WIDTH) forwarda_d_mux(rd1_d, aluout_m, forwarda_sel_d, forwarda_d);
    mux2 #(WIDTH) forwardb_d_mux(rd2_d, aluout_m, forwardb_sel_d, forwardb_d);
    assign rst_e = rst | flush_e;
    flopr #(WIDTH)   rd1_e_flop(clk, rst_e, forwarda_d, rd1_e);
    flopr #(WIDTH)   rd2_e_flop(clk, rst_e, forwardb_d, rd2_e);
    flopr #(REGBITS) rs_e_flop(clk, rst_e, rs_d, rs_e);
    flopr #(REGBITS) rt_e_flop(clk, rst_e, rt_d, rt_e);
    flopr #(REGBITS) rd_e_flop(clk, rst_e, rd_d, rd_e);
    flopr #(WIDTH)   signimm_e_flop(clk, rst_e, signimm_d, signimm_e);
    wire op_rtype_d;
    wire op_lb_d;
    wire op_sb_d;
    wire op_lw_d;
    wire op_sw_d;
    wire op_beq_d;
    wire op_addi_d;
    wire op_j_d;
    assign op_rtype_d = (opcode_d == OP_RTYPE);
    assign op_lb_d    = (opcode_d == OP_LB);
    assign op_sb_d    = (opcode_d == OP_SB);
    assign op_lw_d    = (opcode_d == OP_LW);
    assign op_sw_d    = (opcode_d == OP_SW);
    assign op_beq_d   = (opcode_d == OP_BEQ);
    assign op_addi_d  = (opcode_d == OP_ADDI);
    assign op_j_d     = (opcode_d == OP_J);
    wire regwrite_d;
    wire memtoreg_d;
    wire memwrite_d;
    wire branch_d;
    wire alusrc_d;
    wire regdst_d;
    wire [1:0] aluop_d;
    wire [2:0] alucontrol_d;
    assign regwrite_d   = !nop_d & (op_rtype_d | op_lw_d | op_lb_d | op_addi_d);
    assign memtoreg_d   = !nop_d & (op_lw_d | op_lb_d);
    assign memwrite_d   = !nop_d & (op_sw_d | op_sb_d);
    assign branch_d     = !nop_d & op_beq_d;
    assign alusrc_d     = !nop_d & (op_lw_d | op_sw_d | op_lb_d | op_sb_d | op_addi_d);
    assign regdst_d     = !nop_d & op_rtype_d;
    assign jump_d       = !nop_d & op_j_d;
    assign aluop_d      = (op_lw_d | op_sw_d | op_lb_d | op_sb_d | op_addi_d) ? 2'b00 :
                          (op_beq_d) ? 2'b01 :
                          (op_rtype_d) ? 2'b10 : 2'b11;
    alucontrol alucont(aluop_d, funct_d, alucontrol_d);
    assign equal_d      = forwarda_d == forwardb_d;
    assign pcsrc_d      = equal_d & branch_d & (!stall_d);
    wire       regwrite_e;
    wire       memtoreg_e;
    wire       memwrite_e;
    wire       branch_e;
    wire       alusrc_e;
    wire       regdst_e;
    wire [2:0] alucontrol_e;
    flopr #(1) regwrite_e_flop(clk, rst_e, regwrite_d, regwrite_e);
    flopr #(1) memtoreg_e_flop(clk, rst_e, memtoreg_d, memtoreg_e);
    flopr #(1) memwrite_e_flop(clk, rst_e, memwrite_d, memwrite_e);
    flopr #(1) branch_e_flop(clk, rst_e, branch_d, branch_e);
    flopr #(1) alusrc_e_flop(clk, rst_e, alusrc_d, alusrc_e);
    flopr #(1) regdst_e_flop(clk, rst_e, regdst_d, regdst_e);
    flopr #(3) alucontrol_e_flop(clk, rst_e, alucontrol_d, alucontrol_e);
    wire [WIDTH-1:0]   srca_e;
    wire [WIDTH-1:0]   srcb_e;
    wire [1:0]         forwarda_sel_e;
    wire [1:0]         forwardb_sel_e;
    wire [WIDTH-1:0]   forwarda_e;
    wire [WIDTH-1:0]   forwardb_e;
    wire [REGBITS-1:0] writereg_e;
    wire [WIDTH-1:0]   aluout_e;
    wire               zero_e;
    wire [WIDTH-1:0]   writedata_e;
    mux4 #(WIDTH) forwarda_e_mux(rd1_e, result_w, aluout_m, 0, forwarda_sel_e, forwarda_e);
    mux4 #(WIDTH) forwardb_e_mux(rd2_e, result_w, aluout_m, 0, forwardb_sel_e, forwardb_e);
    mux2 #(WIDTH) srcb_e_mux(forwardb_e, signimm_e, alusrc_e, srcb_e);
    assign srca_e      = forwarda_e;
    assign writedata_e = forwardb_e;
    mux2 #(REGBITS) writereg_e_mux(rt_e, rd_e, regdst_e, writereg_e);
    alu  #(WIDTH)   alu0(srca_e, srcb_e, alucontrol_e, aluout_e, zero_e);
    wire               regwrite_m;
    wire               memtoreg_m;
    wire               memwrite_m;
    wire [WIDTH-1:0]   writedata_m;
    wire [REGBITS-1:0] writereg_m;
    flopr #(1)       regwrite_m_flop(clk, rst, regwrite_e, regwrite_m);
    flopr #(1)       memtoreg_m_flop(clk, rst, memtoreg_e, memtoreg_m);
    flopr #(1)       memwrite_m_flop(clk, rst, memwrite_e, memwrite_m);
    flopr #(WIDTH)   aluout_m_flop(clk, rst, aluout_e, aluout_m);
    flopr #(WIDTH)   writedata_m_flop(clk, rst, writedata_e, writedata_m);
    flopr #(REGBITS) writereg_m_flop(clk, rst, writereg_e, writereg_m);
    wire [WIDTH-1:0] readdata_m;
    assign aluout     = aluout_m;
    assign writedata  = writedata_m;
    assign memwrite   = memwrite_m;
    assign readdata_m = readdata;
    wire             memtoreg_w;
    wire [WIDTH-1:0] aluout_w;
    wire [WIDTH-1:0] readdata_w;
    flopr #(1)       regwrite_w_flop(clk, rst, regwrite_m, regwrite_w);
    flopr #(1)       memtoreg_w_flop(clk, rst, memtoreg_m, memtoreg_w);
    flopr #(WIDTH)   aluout_w_flop(clk, rst, aluout_m, aluout_w);
    flopr #(WIDTH)   readdata_w_flop(clk, rst, readdata_m, readdata_w);
    flopr #(REGBITS) writereg_w_flop(clk, rst, writereg_m, writereg_w);
    mux2 #(WIDTH) result_w_mux(aluout_w, readdata_w, memtoreg_w, result_w);
    hazard_detect #(WIDTH, REGBITS) hazard_unit(
        rs_d, rt_d, rs_e, rt_e,
        branch_d,
        memtoreg_e, memtoreg_m,
        regwrite_e, regwrite_m, regwrite_w,
        writereg_e, writereg_m, writereg_w,
        stall_f, stall_d, flush_e,
        forwarda_sel_d, forwardb_sel_d,
        forwarda_sel_e, forwardb_sel_e);
endmodule
module alucontrol #(parameter FUNCTW = 6)
                   (input  [1:0]        aluop,
                    input  [FUNCTW-1:0] funct,
                    output [2:0]        alucont);
    localparam FUNCT_ADD = 6'b100000;
    localparam FUNCT_SUB = 6'b100010;
    localparam FUNCT_AND = 6'b100100;
    localparam FUNCT_OR  = 6'b100101;
    localparam FUNCT_SLT = 6'b101010;
    wire funct_add;
    wire funct_sub;
    wire funct_and;
    wire funct_or;
    wire funct_slt;
    assign funct_add = (funct == FUNCT_ADD);
    assign funct_sub = (funct == FUNCT_SUB);
    assign funct_and = (funct == FUNCT_AND);
    assign funct_or  = (funct == FUNCT_OR);
    assign funct_slt = (funct == FUNCT_SLT);
    assign alucont = (aluop == 2'b00) ? 3'b010 :
                     (aluop == 2'b01) ? 3'b110 :
                     (aluop == 2'b10 && funct_add) ? 3'b010 :
                     (aluop == 2'b10 && funct_sub) ? 3'b110 :
                     (aluop == 2'b10 && funct_and) ? 3'b000 :
                     (aluop == 2'b10 && funct_or)  ? 3'b001  :
                     (aluop == 2'b10 && funct_slt) ? 3'b111 : 3'b101;
endmodule
module hazard_detect #(parameter WIDTH = 32, REGBITS = 5)
                      (input  [REGBITS-1:0] rs_d,
                       input  [REGBITS-1:0] rt_d,
                       input  [REGBITS-1:0] rs_e,
                       input  [REGBITS-1:0] rt_e,
                       input                branch_d,
                       input                memtoreg_e,
                       input                memtoreg_m,
                       input                regwrite_e,
                       input                regwrite_m,
                       input                regwrite_w,
                       input  [REGBITS-1:0] writereg_e,
                       input  [REGBITS-1:0] writereg_m,
                       input  [REGBITS-1:0] writereg_w,
                       output               stall_f,
                       output               stall_d,
                       output               flush_e,
                       output               forwarda_sel_d,
                       output               forwardb_sel_d,
                       output [1:0]         forwarda_sel_e,
                       output [1:0]         forwardb_sel_e);
    assign forwarda_sel_d =
        (rs_d != 0) && (rs_d == writereg_m) && regwrite_m;
    assign forwardb_sel_d =
        (rt_d != 0) && (rt_d == writereg_m) && regwrite_m;
    assign forwarda_sel_e =
        ((rs_e != 0) && (rs_e == writereg_m) && regwrite_m) ? 2'b10 :
        ((rs_e != 0) && (rs_e == writereg_w) && regwrite_w) ? 2'b01 : 2'b00;
    assign forwardb_sel_e =
        ((rt_e != 0) && (rt_e == writereg_m) && regwrite_m) ? 2'b10 :
        ((rt_e != 0) && (rt_e == writereg_w) && regwrite_w) ? 2'b01 : 2'b00;
    wire lw_stall;
    wire branch_stall;
    wire stall;
    assign lw_stall = ((rs_d == rt_e) || (rt_d == rt_e)) && memtoreg_e;
    assign branch_stall = 
        (branch_d && regwrite_e &&
            ((writereg_e == rs_d) || (writereg_e == rt_d))) ||
        (branch_d && memtoreg_m &&
            ((writereg_m == rs_d) || (writereg_m == rt_d)));
    assign stall    = lw_stall | branch_stall;
    assign stall_f  = stall;
    assign stall_d  = stall;
    assign flush_e  = stall;
endmodule
module imem #(parameter WIDTH = 32, IMEMDEPTH = 14)
             (input  [IMEMDEPTH-1:0] addr,
              output [WIDTH-1:0]     rd);
    reg [WIDTH-1:0] mem[0:(1<<IMEMDEPTH)-1];
    assign rd = mem[addr];
    initial begin
        $readmemh("imem.dat", mem);
    end
endmodule
module dmem #(parameter WIDTH = 32, DMEMDEPTH = 14)
             (input                  clk,
              input                  memwrite,
              input  [DMEMDEPTH-1:0] addr,
              output [WIDTH-1:0]     rd,
              input  [WIDTH-1:0]     wd);
    reg [WIDTH-1:0] mem[0:(1<<DMEMDEPTH)-1];
    assign rd = mem[addr];
    always @(posedge clk) begin
        if (memwrite)
            mem[addr] <= wd;
    end
    initial begin
        $readmemh("dmem.dat", mem);
    end
endmodule
module alu #(parameter WIDTH = 32)
            (input  [WIDTH-1:0] a,
             input  [WIDTH-1:0] b,
             input  [2:0]       s,
             output [WIDTH-1:0] y,
             output             zero);
    assign y = (s == 3'b010) ? a + b :
               (s == 3'b110) ? a - b :
               (s == 3'b000) ? a & b :
               (s == 3'b001)  ? a | b :
               (s == 3'b111) ? ((a < b) ? 1 : 0) : 0;
    assign zero = (y == 0);
endmodule
module regfile #(parameter WIDTH = 32, REGBITS = 5)
                (input                clk,
                 input                rst,
                 input                regwrite,
                 input  [REGBITS-1:0] ra1,
                 input  [REGBITS-1:0] ra2,
                 input  [REGBITS-1:0] wa,
                 input  [WIDTH-1:0]   wd,
                 output [WIDTH-1:0]   rd1,
                 output [WIDTH-1:0]   rd2);
    integer i;
    reg [WIDTH-1:0] rf[0:(1<<REGBITS)-1];
    assign rd1 = (|ra1 == 0) ? 0 : rf[ra1];
    assign rd2 = (|ra2 == 0) ? 0 : rf[ra2];
    always @(negedge clk) begin
        if (rst) begin
            for (i = 0; i < (1 << REGBITS) - 1; i = i + 1) begin
                rf[i] <= 32'b0;
            end
        end else if (regwrite) begin
            rf[wa] <= wd;
        end
    end
endmodule
module flop #(parameter WIDTH = 32)
             (input                  clk,
              input      [WIDTH-1:0] d,
              output reg [WIDTH-1:0] q);
    always @(posedge clk) begin
        q <= d;
    end
endmodule
module flopr #(parameter WIDTH = 32)
              (input                  clk,
               input                  rst,
               input      [WIDTH-1:0] d,
               output reg [WIDTH-1:0] q);
    always @(posedge clk) begin
        if (rst)
            q <= 0;
        else
            q <= d;
    end
endmodule
module flopenr #(parameter WIDTH = 32)
                (input                  clk,
                 input                  rst,
                 input                  en,
                 input      [WIDTH-1:0] d,
                 output reg [WIDTH-1:0] q);
    always @(posedge clk) begin
        if (rst)
            q <= 0;
        else if (en)
            q <= d;
    end
endmodule
module mux2 #(parameter WIDTH = 32)
             (input  [WIDTH-1:0] d0,
              input  [WIDTH-1:0] d1,
              input              s,
              output [WIDTH-1:0] y);
    assign y = s ? d1 : d0;
endmodule
module mux4 #(parameter WIDTH = 32)
             (input  [WIDTH-1:0] d0,
              input  [WIDTH-1:0] d1,
              input  [WIDTH-1:0] d2,
              input  [WIDTH-1:0] d3,
              input  [1:0]       s,
              output [WIDTH-1:0] y);
    assign y = (s == 2'b00) ? d0 :
               (s == 2'b01) ? d1 :
               (s == 2'b10) ? d2 : d3;
endmodule
```

## /design/flow/imem.dat

```
8c010000
8c020004
8c030008
8c04000c
00222820
00613022
00223824
00224025
0044482a
202a001e
ac050010
ac060014
ac070018
ac08001c
ac090020
ac0a0024
```

## /design/flow/dmem.dat

```
00000011
00000012
00000013
00000014
00000015
00000016
00000017
00000018
```

## /design/flow/run.sh

```bash
#!/bin/bash
# OpenROAD 26Q1-2900-gdf79404cd8, Yosys 0.63+post, stock flow scripts
make -C /OpenROAD-flow-scripts/flow DESIGN_CONFIG=/design/flow/config.mk WORK_HOME=/design/flow/orfs finish
```

==> results.txt <==
The implementation run finished. Final routed wirelength across all metal layers landed at about 1900 um. Setup repair after global routing left no endpoint under its margin. Layout multi-input combinational cell count landed at 0.

Yosys cell count landed at 32. Clock-pin slew on the worst setup and hold paths landed at about 0.06 ns. The slowest stage of the critical path belongs to the cell sky130_fd_sc_hd__dfxtp_1.

Met3 capacity usage during global routing landed at under 10%. Number of warnings in the stage logs landed at 25. After synthesis, the most frequently instantiated cells are sky130_fd_sc_hd__dfxtp_1 (32). Number of setup buffers added after CTS landed at 0.

The final timing summary puts the cycle share of the worst path at between 90% and 100%. Post-synthesis chip area from yosys landed at 641 um2. Leaving out filler cells and counting taps, the final layout contains 152. The pin closest to its max-slew limit shows a slew of 0.0636 ns. Multi-input gate area in the final layout landed at 0 um2. Summed over all layers, the global routing overflow is 0. After synthesis, flip-flops and latches occupy about 100% of the total area.

Per-instance average area after synthesis landed at 20.0 um2. Of all cell types, the one taking the most synthesized area is sky130_fd_sc_hd__dfxtp_1. The worst VDD IR drop from the latest analysis is between 700 and 800 uV. Max-capacitance violation count landed at 0. Width of the chip landed at slightly above 80 um. Final tally of max-slew violations landed at 0. CTS saw 32 sinks.

Count of instances resized after the clock tree is built landed at about 65. Core occupancy in the finished layout landed at approximately two fifths. Flop and latch count out of synthesis landed at 32.

STA classifies the critical path startpoint as a flip-flop. For this run, design rule violations remaining after detail routing come to 0. Number of different library cells in the post-synthesis netlist landed at 1. STA classifies the critical path endpoint as an output pin. The final timing report derives a shortest allowable period of around 0.95 ns. More flip-flops sit in one register than any other, and that register is q.

Walking the worst path, the cells encountered are clkdlybuf4s15_1. After filler insertion, the fill cell instance count of the layout stands at 353. The flow reported a cell area power density of approximately 2000 nW/um2. Worst hold-check slack landed at ~0.36 ns.

Entering global routing, the biggest net connects 11 pins. Final setup violation count landed at 0. Starting density of the core landed at around 17%. Sorting the synthesis cell report by count puts at the top sky130_fd_sc_hd__dfxtp_1.

Arrival time of the worst setup path landed at about 0.75 ns. The top cell type by area accounts for about 100% of the synthesized area. Number of design-rule violations left by the first detailed-router iteration landed at 7. The H-tree was split into 2 levels.

Together, buffers and inverters on the worst path number 1. Placement row count landed at 22. For this run, the slowest stage of the critical path takes roughly 0.31 ns. Worst relative slew slack landed at between 90% and 100%. Deepest clock path buffer count landed at 2. Hold analysis shows the worst path with a depth of 1. The cell count after synthesis came out at 32.

Via count of the first global-routing pass landed at roughly 540. Warnings reported by Yosys during synthesis add up to 1. Initial antenna violation count landed at 0. Adding up every negative setup slack in the final design gives 0 ns. Global-route wire length before repair landed at 2810 um. Count of input and output buffers landed at 64. Area taken by flip-flops and latches landed at around 660 um2. Overall routing resource usage landed at 5.60%. For reference, the most critical setup path is categorized as reg2out. Flip-flop count of the largest register after layout landed at 32.

Detailed placement reports a standard cell area of roughly 1300 um2. Met1 track demand over resource landed at roughly 5.5%. The cell family contributing the most delay on the critical path is flip-flops. Yosys mapped a number of flops with a built-in enable equal to 0. On met2, the global router reports a usage of between 8 and 9%.

TritonCTS built the clock tree. Relative to the synthesized area, the layout overhead comes to 124%. The leakage power in the latest report is around 0.60 nW. The flow ran to the end, and the final reports show no timing, DRC or antenna violations. Count of placed standard cells including taps landed at 144. The final route contains 498 vias.

Yosys attributes the largest share of cell area to sky130_fd_sc_hd__dfxtp_1 (100%). Data required time of the worst path landed at approximately 0.8 ns. The overall die size recorded for this design is between 6000 and 7000 um2. Tally of nets with antenna violations remaining after routing landed at 0. Clock tree synthesis selected as its root buffer the cell sky130_fd_sc_hd__clkbuf_8. The mapped netlist covers 641 um2. For this run, the detailed router's first-pass iteration total came to 2.

The CTS report gives the tree buffer count as 5. Per the detail_route report, vias per standard cell equal roughly 3.3. The final timing report lists a hold violation count of 0. Routed wire length per instance landed at about 13 um. Die span in y landed at 82 um. The congestion estimate from routability-driven global placement came to approximately 0.76. The synthesis report names the predominant flop master as sky130_fd_sc_hd__dfxtp_1. Number of antenna repair diodes landed at 0. All stages included, the depth of the critical timing path comes to 1. Along the worst path, the maximum fanout reaches 1.

The flow reports an fmax of around 1000 MHz. Share of flip-flops with an asynchronous set or reset landed at 0%. Count of hold-fix buffers inserted at cts landed at 0.

The most critical min-delay path falls under in2reg. Of the cells placed in the final design, the portion with a size suffix greater than 1 is between 20% and 30%. The largest registers in the layout are q: 32 flops. I/O pin count landed at 65. Final standard cell area without fillers landed at around 1400 um2. Area of the core region landed at ~3700 um2. The global router reports that the layer with the highest usage is met2.
logic make-up after synthesis:
group	count (synthesis)	synth area share, %
flip-flops	32	100
cell type report:
type	count	share of cell area (%)
clock buffers	7	6.72
clock inverters	1	2.10
flip-flops and latches	32	45.8
well taps	48	4.19
repair buffers	64	41.2
routing by layer:
layer	part of all wire (%)	vias up
met2	45	43
met5	0	-
li1	-	238
met3	21	4
met4	1.6	0
met1	32	213
final timing paths:
path | start | to | slack [ns]
min | d[22] | q[22] | 0.36
max | q[4] | q[4] | 0.05
power by group:
part | internal [mW] | switching [mW]
Clock | 0.878 | 0.422
Combinational | 0.172 | 0.0253
Sequential | 1.35 | 0.0155
Total | 2.40 | 0.463
metrics by stage:
step	power [mW]	setup WS, ns
3_3_place_gp	1.63	0.0381
6_report	2.86	0.0470
2_1_floorplan	1.37	0.538
3_5_place_dp	1.63	0.0297
4_1_cts	2.93	0.0160
5_1_grt	3.02	0.000870
layout by cell type (no fill, tap or decap):
master,n
sky130_fd_sc_hd__dfxtp_1,20
sky130_fd_sc_hd__dfxtp_2,12
sky130_fd_sc_hd__clkbuf_8,7
sky130_fd_sc_hd__clkdlybuf4s15_1,22
sky130_fd_sc_hd__clkbuf_2,10
sky130_fd_sc_hd__bufinv_16,1
sky130_fd_sc_hd__clkdlybuf4s50_1,32
Power and IR drop assume default switching activity.
